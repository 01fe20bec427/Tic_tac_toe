### ./config.mk
export PLATFORM = sky130hd
export DESIGN_NAME = position_regiters
export DESIGN_NICKNAME = position_regiters
export VERILOG_FILES = /design/flow/design.v
export SDC_FILE = /design/flow/constraint.sdc
export NUM_CORES = 4
export LEC_CHECK = 1
export CORE_AREA = 10 10 101 101
export DIE_AREA = 0 0 111 111
### ./design.v
module game (input clk,input reset,input play,input pc,input[3:0]comp_pos,plyr_pos,output wire[1:0]pos1,pos2,pos3,pos4,pos5,pos6,pos7,pos8,pos9,output wire[1:0]who);
wire [15:0] pc_en;
wire[15:0] pl_en;
wire illegal_move;
wire win;
wire comp_play;
wire plyr_play;
wire no_space;
position_registers  position_reg_unit(clk,reset,illegal_move,pc_en[8:0],pl_en[8:0],pos1,pos2,pos3,pos4,pos5,pos6,pos7,pos8,pos9);
winner_detector  win_detect_unit (pos1,pos2,pos3,pos4,pos5,pos6,pos7,pos8,pos9,win,who);
position_decoder pd1(comp_pos,comp_play,pc_en);
position_decoder pd2(plyr_pos,plyr_play,pl_en);
illegal_move_detector imd_unit(pos1,pos2,pos3,pos4,pos5,pos6,pos7,pos8,pos9,pc_en[8:0],pl_en[8:0],illegal_move);
nospace_decetor nsd_unit(pos1,pos2,pos3,pos4,pos5,pos6,pos7,pos8,pos9,no_space);
fsm_controller tik_tac_controller(clk,reset,play,pc,illegal_move,no_space,win,comp_play,plyr_play);
endmodule
module position_regiters(input clk,input reset,input illegal_move,input[8:0] pc_en,input[8:0] pl_en,output reg[1:0]pos1,pos2,pos3,pos4,pos5,pos6,pos7,pos8,pos9);
always @(posedge clk or posedge reset)
begin
if(reset)
pos1 <= 2'b00;
else begin
if(illegal_move==1'b1)
pos1 <= pos1;
else if(pc_en[0]==1'b1)
pos1 <= 2'b10;
else if(pl_en[0]==1'b1)
pos1 <= 2'b01;
else
pos1 <= pos1;
end 
end
always @(posedge clk or posedge reset)
begin
if(reset)
pos2 <= 2'b00;
else begin
if(illegal_move==1'b1)
pos2 <= pos2;
else if(pc_en[1]==1'b1)
pos2 <= 2'b10;
else if(pl_en[1]==1'b1)
pos2 <= 2'b01;
else
pos2 <= pos2;
end 
end
always @(posedge clk or posedge reset)
begin
if(reset)
pos3 <= 2'b00;
else begin
if(illegal_move==1'b1)
pos3 <= pos3;
else if(pc_en[2]==1'b1)
pos3 <= 2'b10;
else if(pl_en[2]==1'b1)
pos3 <= 2'b01;
else
pos3 <= pos3;
end 
end
always @(posedge clk or posedge reset)
begin
if(reset)
pos4 <= 2'b00;
else begin
if(illegal_move==1'b1)
pos4 <= pos4;
else if(pc_en[3]==1'b1)
pos4 <= 2'b10;
else if(pl_en[3]==1'b1)
pos4 <= 2'b01;
else
pos4 <= pos4;
end 
end
always @(posedge clk or posedge reset)
begin
if(reset)
pos5 <= 2'b00;
else begin
if(illegal_move==1'b1)
pos5 <= pos5;
else if(pc_en[4]==1'b1)
pos5 <= 2'b10;
else if(pl_en[4]==1'b1)
pos5 <= 2'b01;
else
pos5 <= pos5;
end 
end
always @(posedge clk or posedge reset)
begin
if(reset)
pos6 <= 2'b00;
else begin
if(illegal_move==1'b1)
pos6 <= pos6;
else if(pc_en[5]==1'b1)
pos6 <= 2'b10;
else if(pl_en[5]==1'b1)
pos6 <= 2'b01;
else
pos6 <= pos6;
end 
end
always @(posedge clk or posedge reset)
begin
if(reset)
pos7 <= 2'b00;
else begin
if(illegal_move==1'b1)
pos7 <= pos7;
else if(pc_en[6]==1'b1)
pos7 <= 2'b10;
else if(pl_en[6]==1'b1)
pos7 <= 2'b01;
else
pos7 <= pos7;
end 
end
always @(posedge clk or posedge reset)
begin
if(reset)
pos8 <= 2'b00;
else begin
if(illegal_move==1'b1)
pos8 <= pos8;
else if(pc_en[7]==1'b1)
pos8 <= 2'b10;
else if(pl_en[7]==1'b1)
pos8 <= 2'b01;
else
pos8 <= pos8;
end 
end
always @(posedge clk or posedge reset)
begin
if(reset)
pos9 <= 2'b00;
else begin
if(illegal_move==1'b1)
pos9 <= pos9;
else if(pc_en[8]==1'b1)
pos9 <= 2'b10;
else if(pl_en[8]==1'b1)
pos9 <= 2'b01;
else
pos9 <= pos9;
end 
end
endmodule
module fsm_controller(input clk,input reset,play,pc,illegal_move,no_space,win,output reg comp_play,plyr_play);
parameter idle=2'b00;
parameter plyr=2'b01;
parameter comp=2'b10;
parameter game_over=2'b11;
reg[1:0] current_state,next_state;
always @(posedge clk or posedge reset)
begin
if(reset)
current_state <= idle;
else
current_state <= next_state;
end
always @(*)
begin
case(current_state )
idle:begin
if(reset==1'b0 && play==1'b1)
next_state <= plyr;
else
next_state <= idle;
plyr_play <= 1'b0;
comp_play <= 1'b0;
end 
plyr:begin
plyr_play <= 1'b1;
comp_play <= 1'b0;
if(illegal_move==1'b0)
next_state <= comp;
else
next_state <= idle;
end 
comp:begin
plyr_play <= 1'b0;
if(pc==1'b0)
begin
next_state <= comp;
comp_play <= 1'b0;
end
else if(win==1'b0 && no_space==1'b0)
begin 
next_state <= idle;
comp_play <= 1'b1;
end
else if(no_space==1 | win==1'b1)
begin
next_state <= game_over;
comp_play <= 1'b1;
end 
end
game_over:begin
plyr_play <= 1'b0;
comp_play <= 1'b0;
if(reset==1'b0)
next_state <= idle;
else
next_state <= game_over;
end 
default: next_state <= idle;
endcase 
end 
endmodule
module nospace_detector(input [1:0]pos1,pos2,pos3,pos4,pos5,pos6,pos7,pos8,pos9,output wire no_space);
wire temp1,temp2,temp3,temp4,temp5,temp6,temp7,temp8,temp9;
assign temp1=pos1[1] | pos1[0];
assign temp2=pos2[1] | pos2[0];
assign temp3=pos3[1] | pos3[0];
assign temp4=pos4[1] | pos4[0];
assign temp5=pos5[1] | pos5[0];
assign temp6=pos6[1] | pos6[0];
assign temp7=pos7[1] | pos7[0];
assign temp8=pos8[1] | pos8[0];
assign temp9=pos9[1] | pos9[0];
assign no_space=(((((((((temp1 & temp2)& temp3)&temp4)& temp5)& temp6) & temp7) & temp8) & temp9));
endmodule
module illegal_move_detector(input [1:0] pos1,pos2,pos3,pos4,pos5,pos6,pos7,pos8,pos9,input [8:0]pc_en,pl_en,output wire illegal_move);
wire temp1,temp2,temp3,temp4,temp5,temp6,temp7,temp8,temp9;
wire temp11,temp12,temp13,temp14,temp15,temp16,temp17,temp18,temp19;
wire temp21,temp22;
assign temp1=pos1[1]| pos1[0] & pl_en[0];
assign temp2=pos2[1] | pos2[0] & pl_en[1];
assign temp3=pos3[1] | pos3[0] & pl_en[2];
assign temp4=pos4[1] | pos4[0] & pl_en[3];
assign temp5=pos5[1] | pos5[0] & pl_en[4];
assign temp6=pos6[1] | pos6[0] & pl_en[5];
assign temp7=pos7[1] | pos7[0] & pl_en[6];
assign temp8=pos8[1] | pos8[0] & pl_en[7];
assign temp9=pos9[1] | pos9[0] & pl_en[8];
assign temp11=pos1[1] | pos1[0] & pl_en[0];
assign temp12=pos2[1] | pos2[0] & pl_en[1];
assign temp13=pos3[1] | pos3[0] & pl_en[2];
assign temp14=pos4[1] | pos4[0] & pl_en[3];
assign temp15=pos5[1] | pos5[0] & pl_en[4];
assign temp16=pos6[1] | pos6[0] & pl_en[5];
assign temp17=pos7[1] | pos7[0] & pl_en[6];
assign temp18=pos8[1] | pos8[0] & pl_en[7];
assign temp19=pos9[1] | pos9[0] & pl_en[8];
assign temp21=(((((((((temp1 | temp2)| temp3)|temp4)| temp5)| temp6) | temp7) | temp8) | temp9));
assign temp22=(((((((((temp11 | temp12)| temp13)|temp14)| temp15)| temp16) | temp17) | temp18) | temp19));
assign illegal_move = temp21 | temp22;
endmodule
module position_decoder(input [3:0] in,input en,output wire [15:0] out_en);
reg [15:0] temp1;
assign out_en=(en==1'b1)?temp1:16'd0;
always @(*)
begin
case(in)
4'd0: temp1 <=  16'b0000000000000001;
4'd1: temp1 <=  16'b0000000000000010;
4'd2: temp1 <=  16'b0000000000000100;
4'd3: temp1 <=  16'b0000000000001000;
4'd4: temp1 <=  16'b0000000000010000;
4'd5: temp1 <=  16'b0000000000100000;
4'd6: temp1 <=  16'b0000000001000000;
4'd7: temp1 <=  16'b0000000010000000;
4'd8: temp1 <=  16'b0000000100000000;
4'd9: temp1 <=  16'b0000001000000000;
4'd10: temp1 <= 16'b0000010000000000;
4'd11: temp1 <= 16'b0000100000000000;
4'd12: temp1 <= 16'b0001000000000000;
4'd13: temp1 <= 16'b0010000000000000;
4'd14: temp1 <= 16'b0100000000000000;
4'd15: temp1 <= 16'b1000000000000000;
default: temp1 <= 16'b0000000000000000;
endcase 
end 
endmodule
module winner_detector(input[1:0]pos1,pos2,pos3,pos4,pos5,pos6,pos7,pos8,pos9,output wire winner,output wire [1:0]who);
wire win1,win2,win3,win4,win5,win6,win7,win8;
wire [1:0]who1,who2,who3,who4,who5,who6,who7,who8;
winner_detect_3 u1(pos1,pos2,pos3,win1,who1);
winner_detect_3 u2(pos4,pos5,pos6,win2,who2);
winner_detect_3 u3(pos7,pos8,pos9,win3,who3);
winner_detect_3 u4(pos1,pos4,pos7,win4,who4);
winner_detect_3 u5(pos2,pos5,pos8,win5,who5);
winner_detect_3 u6(pos3,pos6,pos9,win6,who6);
winner_detect_3 u7(pos1,pos5,pos9,win7,who7);
winner_detect_3 u8(pos3,pos5,pos6,win8,who8);
assign winner=((((((((win1 | win2) | win3) | win4 ) | win5) |win6) |win7) |win8));
assign who=((((((((who1 | who2) | who3) | who4) | who5) |who6) | who7) | who8));
endmodule
module winner_detect_3(input[1:0]pos0,pos1,pos2,output wire winner,output wire[1:0]who);
wire [1:0]temp0,temp1,temp2;
wire temp3;
assign temp0[1]=!(pos0[1]^pos1[1]);
assign temp0[1]=!(pos0[0]^pos1[0]);
assign temp1[1]=!(pos2[1]^pos1[1]);
assign temp1[1]=!(pos2[0]^pos1[0]);
assign temp2[1]=temp0[1]&temp1[1];
assign temp2[1]=temp0[0]&temp1[0];
assign temp3=pos0[1] | pos0[0];
assign winner=temp3 & temp2[1] & temp2[0];
assign who[1]=winner & pos0[1];
assign who[0]=winner & pos0[0];
endmodule
### ./run.sh
#!/bin/bash
# OpenROAD 26Q1-2900-gdf79404cd8, Yosys 0.63+post, stock flow scripts
make -C /OpenROAD-flow-scripts/flow DESIGN_CONFIG=/design/flow/config.mk WORK_HOME=/design/flow/orfs finish
### ./constraint.sdc
current_design position_regiters

set clk_period 1.1
set clk_io_pct 0.2

create_clock -name clk0 -period $clk_period [get_ports {clk}]

set non_clock_inputs [all_inputs -no_clocks]
set_input_delay [expr $clk_period * $clk_io_pct] -clock clk0 $non_clock_inputs
set_output_delay [expr $clk_period * $clk_io_pct] -clock clk0 [all_outputs]
==> flow_summary.ini <==
; yosys + openroad results
[finish]
drive_above_1_share_pct = 28.7
final_core_util_pct = 18.3
seq_area_um2 = 450
logic_area_um2 = 348
fillers = 879
area_delta_synth_final_pct = 70.3
design_area_um2 = 1490
final_cells = 213

[floorplan]
core_um2 = 8130
dieArea_um2 = 12300
num_rows = 33
core_util_floorplan_pct = 10.8
die_x_um = 111
fp.dieH_um = 111
io_pins = 39

[power_and_ir_drop]
comb_power_share_pct = 26.7
clockPowerShare_pct = 26.8
p_per_area_nw_per_um2 = 1120
p_sw_mw = 0.395
ir_drop_mv = 0.428
swShare_pct = 23.6
power.share.sequential_pct = 46.4
total_power_mw = 1.67
p_leak_nw = 0.665
p_int_mw = 1.28

[synthesis]
synth_seq_share_pct = 51.4
synth-edff-count = 0
synth-seq-cells = 18
ys_chip_area_um2 = 876
yosysMostFrequentCell = dfrtp_1
synth_top_area_share_pct = 51.4
common_cells = dfrtp_1 (18), inv_1 (10), a22o_1 (8), nand2b_4 (8), a22oi_4 (5)
syn_inst = 58
ys_warn_count = 1
syn_area_um2 = 876
flop_cell = dfrtp_1
synthArstFlopShare_pct = 100
syn_area_per_cell_um2 = 15.1
yosysCellCount = 58
topCellsByArea = dfrtp_1 (51%), nand2b_4 (13%), a22oi_4 (12%)
top_area_cell = dfrtp_1
synth_cell_types = 12

[clock_network]
cts_tree = built
hold_buffers = 0
worstSkewPairLatency_ns = 0.24
cts_buffers = 3
htreeDepth = 1
cts.sinks = 18
root_buffer = clkbuf_8
clock_path_buffers = 2
clkSlewWorstSetupHoldPaths_ns = 0.07

[critical_path]
crit_fanout = 2
crit_path_start_kind = flop
worstRegToRegCells = 3
critPathMaxStageDelay_ns = 0.39
crit_chain = clkdlybuf4s15_1
worstPathRequired_ns = 0.88
crit_family = flip-flops
cp_num_buf_inv = 1
worstSetupPathType = reg -> out
end_kind = output port
worstPathArrival_ns = 0.83
cp.depth = 1
worst_path_max_delay_cell = dfrtp_1

[flow_run]
warnings = 25
drv_cap = 0

[timing]
slew_headroom_pct = 85.5
finClkSkew_ns = 0
rsz0062_at_grt = false
final.min_clock_period_ns = 1.05
max_freq_mhz = 954
period_used_pct = 95.3
hold_viol = 0
finalSetupViolations = 0
tightest_slew_ns = 0.217
setup_slack_ns = 0.0518
slew_violations = 0

[drt]
drc = 0
wire_per_inst_um = 11.7
antenna_cells_inserted = 0
ant_nets = 0
first_pass_iters = 2
via_per_inst = 2.84
finalWirelength_mm = 2.49
via_count = 604
initialDrtViolationCount = 7

[placed_design]
portBuffers = 38
dp_hpwl_mm = 1.97
place_area_um2 = 1390
numPlacedInstances = 202
pre_cts_ws_ns = -0.316
place_congestion = 0.727

[outcome]
status = completed

[grt]
grt-ovfl-total = 0
antenna_found_initial = 0
grt_pass1_vias = 670
grtUsageTotal_pct = 3.98
grt_pass1_wl_mm = 3.87
grt_max_degree = 19

[worst_hold_path]
hold_class = in -> async
==> cells in the final DEF (no fill, tap or decap) <==
cell	n
buf_12	1
clkbuf_8	3
a2bb2oi_1	1
a22oi_4	5
a22oi_2	3
nor2b_1	1
clkdlybuf4s15_1	18
nand2b_4	8
inv_6	1
inv_1	10
clkdlybuf4s50_1	19
dfrtp_1	18
o2bb2ai_1	1
a22o_1	8
dlygate4sd2_1	1
buf_4	10
==> power groups by stage <==
stage	Combinational (mW)	Sequential [mW]	Clock, mW
global route	0.490	0.789	0.512
CTS	0.441	0.777	0.486
finish	0.448	0.777	0.450
==> worst min-delay path, cell delays in order <==
cell,delay (ns)
clkdlybuf4s50_1,0.40
inv_1,0.10
buf_12,0.17
==> final timing paths <==
path	start	to	slack, ns
max reg2reg	pos6[1]$_DFFE_PP0P_	pos6[1]$_DFFE_PP0P_	0.18
max in group asynchronous	reset	pos1[0]$_DFFE_PP0P_	0.67
min in group clk0	pos5[1]$_DFFE_PP0P_	pos5[1]$_DFFE_PP0P_	0.51
min	reset	pos5[0]$_DFFE_PP0P_	0.30
min reg2reg	pos5[1]$_DFFE_PP0P_	pos5[1]$_DFFE_PP0P_	0.51
max	pos4[1]$_DFFE_PP0P_	pos4[1]	0.05
==> final cells by class <==
class,count,area share [%]
multi-input combinational,27,23.3
sequential,18,30.2
tap,105,8.81
clock buffer,3,2.77
timing repair buffer,49,31.8
inverter,11,3.10
==> stage by stage <==
step           TNS [ns]  hold WS [ns]
2_1_floorplan         0         0.159
3_3_place_gp      -4.70         0.482
3_5_place_dp      -4.64         0.488
4_1_cts               0         0.287
5_1_grt               0         0.304
6_report              0         0.298
==> what timing repair did <==
| action | CTS | global route |
|---|---|---|
| setup buffers | 5 | 3 |
| gates resized | 31 | 6 |
| endpoints found under the setup margin | 24 | 8 |
==> metal layers <==
| layer | part of all wire (%) | global-route usage [%] |
|---|---|---|
| met1 | 47 | 5.18 |
| met2 | 44 | 6.21 |
| met3 | 8.1 | 1.81 |
| met4 | 0.32 | 0.174 |
| met5 | 0 | 0 |
==> cell families after synthesis <==
family	count (synthesis)	share of synthesized area, %
compound gates	18	26.4
buf+inv	13	8.86
flops	18	51.4
simple gates	9	13.3
==> sequential cells by signal (all words and copies together), names as in the netlist <==
name,count
pos1,2
pos2,2
pos3,2
pos4,2
pos5,2
pos6,2
pos7,2
pos8,2
pos9,2
Power figures rest on the tool's default switching activity, not on a simulated workload.
